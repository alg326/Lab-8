===== flow/run.sh =====
#!/bin/bash
# OpenROAD 26Q1-2900-gdf79404cd8, Yosys 0.63+post, stock flow scripts
make -C /OpenROAD-flow-scripts/flow DESIGN_CONFIG=/design/flow/config.mk WORK_HOME=/design/flow/orfs finish

===== flow/config.mk =====
export PLATFORM = sky130hd
export DESIGN_NAME = up_counter_12bit
export DESIGN_NICKNAME = up_counter_12bit
export VERILOG_FILES = /design/flow/design.v
export SDC_FILE = /design/flow/constraint.sdc
export NUM_CORES = 4
export LEC_CHECK = 1
export CORE_AREA = 10 10 71 71
export DIE_AREA = 0 0 81 81

===== flow/constraint.sdc =====
current_design up_counter_12bit

set clk_period 2.2
set clk_io_pct 0.2

create_clock -name clk0 -period $clk_period [get_ports {clk}]

set non_clock_inputs [all_inputs -no_clocks]
set_input_delay [expr $clk_period * $clk_io_pct] -clock clk0 $non_clock_inputs
set_output_delay [expr $clk_period * $clk_io_pct] -clock clk0 [all_outputs]

===== flow/design.v =====
`timescale 1ns / 1ps
module up_counter_12bit(
    input wire clk,
    input wire reset,
    output reg [11:0] count
);
    always @(posedge clk or posedge reset) begin
        if (reset)
            count <= 12'd0;
        else if (count == 12'd4095) 
            count <= 12'd0;
        else
            count <= count + 1;
    end
endmodule

==> metrics.yaml <==
run_status:
  status: "complete, no violations"
global_route:
  grt_pass1_wl_mm: 2.26
  grt_usage_pct: 4.30
  grt_pass1_vias: 458
  grt-ovfl-total: 0
  grt_max_degree: 13
  antenna_found_initial: 0
timing:
  hold_ws_ns: 0.519
  post-route-min-period_ns: 1.68
  setup_viol: 0
  rsz0062_at_grt: "false"
  maxSlewHeadroom_pct: 68.7
  finalHoldViolations: 0
  final-max-slew-violation-count: 0
  period_used_pct: 76.4
  fmaxAchievable_mhz: 595
  fin_worst_skew_ns: 0.000967
  worst_pin_slew_ns: 0.470
  setup_tns_ns: 0
synthesis:
  ys.flops: 12
  synth.yosys.seq_area_share_pct: 51.4
  async_reset_ff_share_pct: 100
  synth-main-ff-cell: "dfrtp_1"
  ys_cells: 52
  edf_count: 0
  syn_area_per_cell_sq_um: 11.2
  synth.distinct_cells: 25
  yosys_warnings: 1
  synth_area_sq_um: 584
  syn_inst: 52
  synth_chip_area_sq_um: 584
placed_design:
  gp_congestion: 0.796
  place_hpwl_mm: 1.00
  io_buffer_count: 13
die:
  die_h_um: 81
  die_w_um: 81
  die-area_sq_um: 6560
  initial_utilization_pct: 16.1
  rows: 22
  coreArea_sq_um: 3630
  io_pins: 14
drt:
  wl_met1_um: 636
  ant_nets: 0
  met3_length_um: 181
  first_pass_iters: 4
  drt_iter0_drc: 20
  vias_per_cell: 3.81
  wl_per_cell_um: 11.5
  diodes: 0
  num_vias: 442
  highest_layer: "met4"
  totalWireLength_mm: 1.33
  drc: 0
  dr_wl_met2_um: 513
power_and_ir_drop:
  swShare_pct: 18.9
  p_leak_nw: 0.336
  p_sw_mw: 0.0800
  seq_power_share_pct: 52.3
  ir_worst_vdd_uv: 179
  clkPwrFrac_pct: 46.3
  powerDensity_nw_per_um2: 519
  p_int_mw: 0.343
  pwr-share-comb_pct: 1.4
setup_path:
  cp_data_arrival_time_ns: 1.24
  cp_data_required_time_ns: 1.76
  slowest_stage: "clkdlybuf4s50_1"
  cp_max_fo: 6
  r2r_slack_ns: 0.71
  endpoint_kind: "primary output"
  cp_top_family: "buffers and inverters"
  crit_type: "flip-flop to primary output"
  crit_chain: "clkdlybuf4s50_1"
  max_stage_delay_ns: 0.52
  start_kind: "flip-flop"
  path_buffers: 1
clocking:
  cts_setup_buffers: 0
  clock-sinks: 12
  clockBufferDepth: 2
  cts_buffers: 3
  clkLatencyLatePin_ns: 0.23
  cts_resized: 0
  clk_pin_slew_worst_paths_ns: 0.05
  cts_tree: "yes"
  htree_levels: 1
  cts_hold_repair.buffers: 0
  cts-root-buf: "clkbuf_8"
cells_and_area:
  reg_top3: "count: 12 flops"
  area_delta_synth_final_pct: 39.6
  final_core_util_pct: 22.5
  layout_top_cell: "clkdlybuf4s50_1"
  layout_top_cells: "clkdlybuf4s50_1 (13), dfrtp_1 (12), nand2_1 (6)"
  largest_reg_flops: 12
  max_flop_register: "count"
  drive_above_1_share_pct: 8.82
run:
  warnings: 25
  cap_violations: 0
hold_path:
  hp-class: "primary input to async pin"
## area by class of cell
type / count / area, sq um
fill: 406 / 2820
timing repair buffer: 13 / 130
tap: 48 / 60.1
clock buffer: 3 / 41.3
multi-input combinational: 38 / 277
inverter: 2 / 7.51
sequential: 12 / 300
## per-layer routing
layer / vias up / track usage, %
met1: 200 / 6.01
li1: 224 / -
met3: 2 / 2.78
met4: 0 / 0.346
met2: 16 / 5.65
met5: - / 0
## kinds of logic (layout without fill, tap and decap cells)
group                      Yosys count  in the layout  synth area share [%]
and+or+nand+nor                     23             23                  25.9
AOI/OAI and AO/OA                    8              8                  10.3
buffers and inverters                2             18                  1.29
DFF                                 12             12                  51.4
adders and majority gates            1              1                  2.14
xor gates and xnor gates             6              6                  8.99
## final timing paths
kind / depth (start not counted) / from / endpoint
max: 1 / count[3]$_DFF_PP0_ / count[3]
min: 2 / reset / count[3]$_DFF_PP0_
max reg2reg: 4 / count[0]$_DFF_PP0_ / count[7]$_DFF_PP0_
min reg2reg: 1 / count[9]$_DFF_PP0_ / count[9]$_DFF_PP0_
max in group asynchronous: 2 / reset / count[0]$_DFF_PP0_
min in group clk0: 1 / count[9]$_DFF_PP0_ / count[9]$_DFF_PP0_
## power groups by stage
stage,clock network [mW],logic (mW),registers (mW)
finish,0.196,0.00608,0.221
global route,0.212,0.00743,0.221
CTS,0.203,0.00647,0.221
## synthesized netlist by cell type, types with 2 or more instances
master / instances / share of area, %
nand4_1: 2 / 2.1
xor2_1: 4 / 6.0
nand2_1: 6 / 3.9
or3_1: 2 / 2.1
nor3_1: 2 / 1.7
inv_1: 2 / 1.3
nand3_1: 3 / 2.6
xnor2_1: 2 / 3.0
nor2_1: 2 / 1.3
dfrtp_1: 12 / 51
## metrics by stage
step           cell area, sq um  cells  setup WS [ns]  power (mW)
6_report                    816    116          0.519       0.423
4_1_cts                     816    116          0.498       0.430
2_1_floorplan               584     52          0.891       0.228
3_5_place_dp                774    113          0.742       0.231
5_1_grt                     816    116          0.472       0.441
3_3_place_gp                774    113          0.755       0.231
Power is estimated from default activity; no workload was simulated.
