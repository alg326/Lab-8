==> flow/design.v <==
`timescale 1ns / 1ps
module binary_to_bcd(   
    input           clk,
    input           en,
    input   [11:0]  bin_d_in,
    output  [15:0]  bcd_d_out,
   output          rdy
    );
    parameter IDLE      = 3'b000;
    parameter SETUP      = 3'b001;
    parameter ADD      = 3'b010;
    parameter SHIFT      = 3'b011;
    parameter DONE      = 3'b100;
	reg [27:0] bcd_data = 0;
	reg [2:0] state = 0;
	reg busy = 0;
	reg [3:0] sh_counter = 0;
	reg [1:0] add_counter = 0;
	reg result_rdy = 0;
    always @(posedge clk)
        begin
        if(en)
            begin
                if(~busy)
                    begin
                    bcd_data    <= {16'b0, bin_d_in};
                    state       <= SETUP;
                    end
            end
        case(state)
            IDLE:
                begin
                    result_rdy  <= 0;
                    busy        <= 0;
                end
            SETUP:
                begin
                busy        <= 1;
                state       <= ADD;
                end
            ADD:
                begin
                    case(add_counter)
                    0:
                    begin
                        if(bcd_data[15:12] > 4)
                            begin
                                bcd_data[27:12] <= bcd_data[27:12] + 3;
                            end
                            add_counter <= add_counter + 1;
                    end
                    1:
                    begin
                        if(bcd_data[19:16] > 4)
                            begin
                                bcd_data[27:16] <= bcd_data[27:16] + 3;
                            end
                            add_counter <= add_counter + 1;
                    end
                    2:
                    begin
                        if((add_counter == 2) && (bcd_data[23:20] > 4))
                            begin
                                bcd_data[27:20] <= bcd_data[27:20] + 3;
                            end
                            add_counter <= add_counter + 1;
                    end
                    3:
                    begin
                        if((add_counter == 3) && (bcd_data[27:24] > 4))
                            begin
                                bcd_data[27:24] <= bcd_data[27:24] + 3;
                            end
                            add_counter <= 0;
                            state   <= SHIFT;
                    end
                    endcase
				end 
            SHIFT:
                begin
                sh_counter  <= sh_counter + 1;
                bcd_data    <= bcd_data << 1;
                if(sh_counter == 11)
                    begin
                    sh_counter  <= 0;
                    state       <= DONE;
                    end
                else
                    begin
                    state   <= ADD;
                    end
                end
            DONE:
                begin
                    result_rdy <= 1;
                    state <= IDLE;
                end
            default:
                begin
                state <= IDLE;
                end
            endcase
        end
		assign bcd_d_out = bcd_data[27:12];
		assign rdy = result_rdy;
endmodule
==> flow/run.sh <==
#!/bin/bash
# OpenROAD 26Q1-2900-gdf79404cd8, Yosys 0.63+post, stock flow scripts
make -C /OpenROAD-flow-scripts/flow DESIGN_CONFIG=/design/flow/config.mk WORK_HOME=/design/flow/orfs finish
==> flow/config.mk <==
export PLATFORM = sky130hd
export DESIGN_NAME = binary_to_bcd
export DESIGN_NICKNAME = binary_to_bcd
export VERILOG_FILES = /design/flow/design.v
export SDC_FILE = /design/flow/constraint.sdc
export NUM_CORES = 4
export LEC_CHECK = 1
export CORE_UTILIZATION = 50
==> flow/constraint.sdc <==
current_design binary_to_bcd

set clk_period 4.3
set clk_io_pct 0.2

create_clock -name clk0 -period $clk_period [get_ports {clk}]

set non_clock_inputs [all_inputs -no_clocks]
set_input_delay [expr $clk_period * $clk_io_pct] -clock clk0 $non_clock_inputs
set_output_delay [expr $clk_period * $clk_io_pct] -clock clk0 [all_outputs]
==> impl_metrics.toml <==
# flow metrics
[global_routing]
overflow = 0
grt_first_pass_wirelength_um = 13300
antenna_found_initial = 0
grt_pass1_vias = 2580
grt_max_degree = 30
track_usage_pct = 26.9

[cells_and_area]
fin_util_pct = 57.2
synthToLayoutAreaGrowth_pct = 8.25
fill_cells = 562
stdcell_area_um2 = 3450
seqCellArea_um2 = 971
comb_area_um2 = 1860
drive_above_1_share_pct = 5.28

[power]
vdd_drop_max_mv = 0.398
power_frac_comb_pct = 51.4
leakage_nw = 1.30
internal-power_mw = 1.38
pwr-share-seq_pct = 33.9
p_per_area_nw_per_um2 = 742
switching_power_mw = 1.17
p_sw_share_pct = 45.8
clkPwrFrac_pct = 14.7

[clock_tree]
cts_tree = "built"
ctsHoldBuffers = 0
path_clk_slew_ns = 0.09
h-tree-depth = 2
cts_root_buffer = "clkbuf_8"
clock_latency_ns = 0.30
cts_setup_buffers = 0
clk_path_buf_depth = 2
cts_buffers = 5
post_cts_resized = 0
cts_sinks = 39

[logic_synthesis]
synth-simple-area-share_pct = 21.9
ys_sh_adder_pct = 5.11
ys_sh_xor_pct = 3.30
async_flop_share_pct = 0
ys_sh_mux_pct = 2.28
synthTopCellsByArea = "edfxtp_1, dfxtp_1, nand2_1"
ys_sh_aoi_pct = 25.8
yosysTopAreaCell = "edfxtp_1"
edf_count = 19
logic_family = "AND-OR/OR-AND gates"
syn_avg_cell_area_um2 = 7.80
synth-warning-count = 1
syn_inst = 408
ys.flops = 39
synthesis.area_um2 = 3180
yosys.stat.seqShare_pct = 30.5
top_area_share_pct = 17.9
ys_area_um2 = 3180
yosys-stat-cells = 408
netlist-cell-type-count = 61
flop_cell = "dfxtp_1"

[critical_path]
end_kind = "register"
path_class = "reg -> reg"
cp_max_fo = 13
critPathRequiredTime_ns = 4.49
arrival_ns = 2.81
cp-start-kind = "register"

[timing]
fmax_ghz = 0.381
tns_ns = 0
setup_viol = 0
period_needed_ns = 2.62
worst_pin_slew_ns = 0.725
relSlewSlack_pct = 51.6
finalMaxSlewViolations = 0
fin_crit_sh_pct = 61.0
rsz0062_at_grt = "no"
hold_ws_ns = 0.472
skew_ns = 0.0158
hold_viol_final = 0

[routing]
m1WireLength_um = 3870
routed-via-count = 2900
remaining_drc_errors = 0
wl_per_cell_um = 17.3
route.antenna.remaining_nets = 0
via_per_inst = 6.13
first_iter_violations = 227
dr_wl_met3_um = 620
drt_pass1_iterations = 5
insertedDiodeCount = 0
wl_um = 8200
met2WireLength_um = 3570
highest_layer = "met4"

[floorplanning]
rows = 28
die_h_um = 81.8
ios = 31
die_w_um = 81.8
core_region_area_um2 = 6030
initial_core_util_pct = 52.8
dieArea_um2 = 6690

[placed_design]
io_buffers = 30
dpl.hpwl_um = 5450
dpl_cell_area_um2 = 3310
place.gp.congestion = 0.873

[job]
cap_violations = 0
tool_warnings = 34

[hold_path]
hold_class = "reg -> reg"

[outcome]
status = "finished, final reports clean"
-- worst max-delay path, cell delays in order (launching register included) --
cell	delay (ns)
dfxtp_1	0.70
inv_1	0.14
ha_1	0.26
and2b_1	0.43
nand2_1	0.10
a32o_1	0.27
a221o_1	0.35
a221oi_2	0.18
a21oi_1	0.09
-- area by class of cell --
class,count,share of cell area (%)
clock inverters,2,1.74
flip-flops and latches,39,28.2
well taps,75,2.72
repair buffers,33,9.37
multi-input cells,300,53.9
inverters,18,1.96
clock buffers,6,2.11
-- sequential cells by signal, indices dropped and copies added (netlist names) --
name	cells
add_counter	2
sh_counter	4
busy	1
bcd_data	28
result_rdy	1
state	3
-- stage by stage --
step	total power, mW	setup slack [ns]	std cells
floorplan	1.85	1.99	408
global placement	2.17	1.62	465
detailed placement	2.17	1.60	465
CTS	2.55	1.72	473
global route	2.77	1.50	473
finish	2.56	1.68	473
-- cell families (layout without fill, tap and decap cells) --
kind of cell,after synthesis,in the layout
and+or+nand+nor,145,145
AOI/OAI and AO/OA,123,123
buffers and inverters,69,59
DFF,39,39
adders and majority gates,13,13
xor gates and xnor gates,12,12
muxes,7,7
-- cells in the mapped netlist, types with 7 or more instances --
| cell | n |
|---|---|
| a21oi_1 | 21 |
| a221oi_1 | 8 |
| a31oi_1 | 8 |
| buf_2 | 7 |
| buf_4 | 19 |
| clkbuf_1 | 21 |
| dfxtp_1 | 20 |
| edfxtp_1 | 19 |
| ha_1 | 13 |
| inv_1 | 17 |
| nand2_1 | 59 |
| nand3_1 | 24 |
| nor2_1 | 27 |
| nor3_1 | 7 |
| o21ai_0 | 32 |
| xnor2_1 | 9 |
-- power by group through the flow --
stage | Clock (mW) | Combinational, mW | Sequential (mW)
global route | 0.387 | 1.48 | 0.906
CTS | 0.375 | 1.31 | 0.866
finish | 0.375 | 1.31 | 0.867
-- path summary, 6_finish.rpt --
check                           depth (start not counted)           end  slack (ns)         start
worst max-delay path                                    8  bcd_data[26]        1.68  bcd_data[20]
worst min-delay path                                    2   bcd_data[0]        0.47   bcd_data[0]
worst max register to register                          8  bcd_data[26]        1.68  bcd_data[20]
worst min register to register                          2   bcd_data[0]        0.47   bcd_data[0]
-- layout by cell type, fill, tap and decap left out, drive strengths merged, types with 5 or more instances in the layout --
cell type,count
a22oi,5
ha,13
o211ai,5
nor2,27
edfxtp,19
clkbuf,6
nand2,59
nor3,7
mux2i,5
nand2b,5
o22ai,5
inv,17
nand3,24
dfxtp,20
clkdlybuf4s50,30
xnor2,9
a221oi,9
a21oi,21
o21ai,36
a31oi,8
-- per-layer routing --
metal	up-vias	GRT usage, %
li1	1428	-
met1	1338	43.2
met2	118	38.3
met3	16	5.86
met4	0	5.61
met5	-	0
Power is estimated from default activity; no workload was simulated.
